[/design/flow/run.sh]
#!/bin/bash
# OpenROAD 26Q1-2900-gdf79404cd8, Yosys 0.63+post, stock flow scripts
make -C /OpenROAD-flow-scripts/flow DESIGN_CONFIG=/design/flow/config.mk WORK_HOME=/design/flow/orfs finish
[/design/flow/config.mk]
export PLATFORM = sky130hd
export DESIGN_NAME = base_alu
export DESIGN_NICKNAME = base_alu
export VERILOG_FILES = /design/flow/design.v
export SDC_FILE = /design/flow/constraint.sdc
export NUM_CORES = 4
export LEC_CHECK = 1
export CORE_UTILIZATION = 50
[/design/flow/constraint.sdc]
current_design base_alu

set clk_period 31.9
set clk_io_pct 0.2

create_clock -name clk0 -period $clk_period

set non_clock_inputs [all_inputs -no_clocks]
set_input_delay [expr $clk_period * $clk_io_pct] -clock clk0 $non_clock_inputs
set_output_delay [expr $clk_period * $clk_io_pct] -clock clk0 [all_outputs]
[/design/flow/design.v]
module base_alu(
    input  wire [63:0] op1, op2,
    input  wire [3:0]  alu_ctrl,
    output wire [63:0] result
);
    reg [63:0] base_result;
    localparam ALU_ADD  = 4'b0000;
    localparam ALU_SUB  = 4'b0001;
    localparam ALU_AND  = 4'b0010;
    localparam ALU_OR   = 4'b0011;
    localparam ALU_XOR  = 4'b0100;
    localparam ALU_NOT  = 4'b0101;
    localparam ALU_SLT  = 4'b0110;   
    localparam ALU_SLTU = 4'b0111;   
    localparam ALU_SLL  = 4'b1000;   
    localparam ALU_SRL  = 4'b1001;   
    localparam ALU_SRA  = 4'b1010;   
    always @* begin
        case (alu_ctrl)
            ALU_ADD: base_result = op1 + op2;
            ALU_SUB: base_result = op1 - op2;
            ALU_AND: base_result = op1 & op2;
            ALU_OR:  base_result = op1 | op2;
            ALU_XOR: base_result = op1 ^ op2;
            ALU_NOT: base_result = ~op1;
            ALU_SLT: base_result = ($signed(op1) < $signed(op2)) ? 64'd1 : 64'd0;
            ALU_SLTU: base_result = (op1 < op2) ? 64'd1 : 64'd0;
            ALU_SLL: base_result = op1 << op2[5:0]; 
            ALU_SRL: base_result = op1 >> op2[5:0];
            ALU_SRA: base_result = $signed(op1) >>> op2[5:0];
            default: base_result = 64'b0;
        endcase
    end
    assign result = base_result;
endmodule
==> PnR_summary.wiki <==
== Flow metrics ==
{| class="wikitable"
! Metric !! Value
|-
| Util after Layout || 0.560
|-
| Number of clock buffers in the layout || 0
|-
| Die Span Y || 203 um
|-
| Ordered list of cells on the worst path || buf_4 > inv_2 > ha_1 > o211ai_1 > o21ai_0 > nand4_1 > o211ai_1 > a21oi_1 > nor3_1 > nor2_1 > o21a_1 > a2111oi_0 > o311ai_1 > clkdlybuf4s50_1
|-
| Routability-driven placement congestion ratio || 1.19
|-
| Setup Viol. Count Final || 0
|-
| Slew Limit Headroom || 0.157
|-
| Category of cells accounting for the largest share of critical-path delay || AND-OR/OR-AND gates
|-
| Post-synth area from yosys stat || 20200 um2
|-
| Sum Neg Setup Slack || 0 ns
|-
| Area of all sequential standard cells || 0 um2
|-
| Flip-flop and latch count || 0
|-
| Global-route usage over all layers || 0.547
|-
| Main logic family after synthesis || AND-OR/OR-AND gates
|-
| Total of max-cap violations || 0
|-
| Number of global-route vias before repair || 24800
|-
| Total core area || 39800 um2
|-
| I/O pin count || 196
|-
| Crit path arrival time || 11.81 ns
|-
| Number of pins exceeding their max-slew limit in the final report || 0
|-
| Leakage Power || 0.00916 uW
|-
| Number of warning messages in the logs || 165
|-
| Crit path max-delay cell type || o21ai_0
|-
| Critical path endpoint category || output pin
|-
| Antenna violations before repair || 13
|-
| Post-synthesis mux area share || 0.200
|-
| Path class of the lowest-slack min-delay path || in -> out
|-
| Start-to-end type of the worst setup path || in -> out
|-
| Most repeated library cell on the critical path || o211ai_1
|-
| Number of detailed-route iterations in the first pass || 9
|-
| Final Hold Fails || 0
|-
| Wire length reported by the detailed router || 113000 um
|-
| Netlist cell types || 101
|-
| Number of buffers inserted by port buffering || 196
|-
| Routed Antenna Nets || 0
|-
| Synth Seq Share || 0
|-
| Total via count after detailed routing || 26900
|-
| Setup slack of the critical path after layout || 13.71 ns
|-
| HPWL after detailed placement || 87200 um
|-
| Number of setup buffers added after CTS || 0
|-
| Largest net degree at the start of global routing || 83
|-
| First-pass GRT wire length || 164000 um
|-
| Switching power share of the total || 0.639
|-
| Adder-Cell Fraction of Synth Area || 0.123
|-
| Vias per std cell || 7.58
|-
| XORs/XNORs by Area || 0.00477
|-
| Setup slack after placement || 14.07 ns
|-
| Kind of start point of the critical path || input pin
|-
| Final standard cell count with taps included and fillers excluded || 3549
|-
| Iteration-0 DRC count of the detailed router || 4460
|-
| Post-Syn Instances || 2988
|-
| Number of cell instances after yosys synthesis || 2988
|-
| Final period util || 0.570
|-
| Post-DR wirelength/cell || 31.8 um
|-
| GR Overflow Total || 0
|-
| Number of placed instances with taps included || 3539
|-
| Area growth from synthesis to final layout || 10.4%
|-
| DIE WIDTH || 203 um
|-
| Outcome || finished, final reports clean
|-
| Cell row count || 73
|-
| Total standard cell area after synthesis || 20200 um2
|-
| Worst slew pin tran || 1.23 ns
|-
| Total of hold buffers inserted after clock tree synthesis || 0
|-
| Largest fanout of any net on the critical path || 55
|-
| Peak per-stage delay on the critical path || 0.90 ns
|-
| Minimum period implied by the final worst setup slack || 18.19 ns
|-
| Proportion of layout cells with a drive suffix above 1 || 0.0989
|-
| Setup repair after global routing missed its margin || no
|-
| Net switching power figure || 293 uW
|-
| Number of fill cells in the layout || 3791
|-
| Remaining design rule violation count || 0
|-
| Pre-Place Util || 0.507
|-
| Power density cells || 20.6 nW/um2
|-
| Tightest hold margin || 13.97 ns
|-
| Simple-gate portion of the synthesized area || 0.201
|-
| Internal Pwr Total || 166 uW
|-
| Worst VDD drop || 0.0000111 V
|-
| Complex Gates by Area || 0.374
|-
| Average cell area after synthesis || 6.76 um2
|-
| Post_cts resized || 0
|-
| CP bufs+invs || 3
|-
| FMAX || 55.0 MHz
|-
| Die outline area || 41200 um2
|-
| Synth warnings || 1
|-
| Worst endpoint required time || 25.52 ns
|}
kinds of logic after synthesis:
kind of cell / count (synthesis)
xor+xnor: 11
simple gates: 918
fa+ha+maj: 198
buf+inv: 459
mux: 277
compound gates: 1125
Yosys cell counts, types with 11 or more instances:
| cell type | count | share of area |
|---|---|---|
| nand2_1 | 286 | 0.053 |
| mux2i_1 | 130 | 0.064 |
| o221a_2 | 11 | 0.0061 |
| nand2b_1 | 15 | 0.0046 |
| o211ai_1 | 55 | 0.020 |
| nor2_1 | 346 | 0.064 |
| ha_1 | 196 | 0.12 |
| a31oi_1 | 31 | 0.0096 |
| or3_1 | 12 | 0.0037 |
| a21oi_1 | 275 | 0.068 |
| a211o_1 | 11 | 0.0048 |
| a21boi_0 | 18 | 0.0067 |
| a211oi_1 | 57 | 0.021 |
| o22ai_1 | 72 | 0.022 |
| o2111ai_1 | 11 | 0.0048 |
| nand4_1 | 28 | 0.0087 |
| o221ai_1 | 45 | 0.020 |
| mux2_2 | 51 | 0.028 |
| a22oi_1 | 20 | 0.0074 |
| o211a_1 | 12 | 0.0059 |
| a221oi_1 | 47 | 0.020 |
| o21ai_1 | 11 | 0.0027 |
| a2111oi_0 | 15 | 0.0065 |
| o21ai_0 | 217 | 0.054 |
| a221o_1 | 19 | 0.0094 |
| nor3_1 | 59 | 0.015 |
| o21bai_1 | 33 | 0.012 |
| clkbuf_1 | 127 | 0.024 |
| a21o_1 | 41 | 0.015 |
| buf_1 | 26 | 0.0048 |
| mux4_2 | 96 | 0.11 |
| and2_1 | 16 | 0.0050 |
| nor4_1 | 35 | 0.011 |
| buf_4 | 21 | 0.0078 |
| o31ai_1 | 26 | 0.0097 |
| nand3_1 | 56 | 0.014 |
| inv_1 | 200 | 0.037 |
| buf_2 | 65 | 0.016 |
| nor2b_1 | 29 | 0.0090 |
metal layers:
layer,vias up,GRT usage,wire length [um]
met4,24,0.245,7010
li1,11400,-,-
met2,2481,0.710,42400
met3,532,0.324,21500
met1,12500,0.713,41200
met5,-,0.0726,503
per-stage QoR:
stage / cell area, um2 / power, uW
floorplan: 20200 / 260
global placement: 22300 / 430
detailed placement: 22300 / 428
CTS: 22300 / 431
global route: 22300 / 475
finish: 22300 / 459
layout by cell type (no fill, tap or decap), types with 57 or more instances in the layout:
cell / synthesis / layout
inv_1: 200 / 197
nand2_1: 286 / 283
mux4_2: 96 / 96
mux2i_1: 130 / 130
clkdlybuf4s50_1: 0 / 190
buf_4: 21 / 84
nor2_1: 346 / 346
o21ai_0: 217 / 217
nor3_1: 59 / 59
ha_1: 196 / 196
a211oi_1: 57 / 57
a21oi_1: 275 / 275
o22ai_1: 72 / 72
worst paths after layout:
| path | startpoint | end | slack (ns) | depth (start not counted) |
|---|---|---|---|---|
| setup / recovery | op2[4] | result[61] | 13.71 | 14 |
| hold / removal | op2[5] | result[8] | 13.97 | 5 |
layout make-up:
class | count | area (um2) | area share
multi-input cells | 2529 | 18300 | 0.819
repair buffers | 277 | 2560 | 0.115
inverters | 208 | 782 | 0.0351
well taps | 525 | 657 | 0.0295
diodes | 10 | 25.0 | 0.00112
No activity file was given, so power comes from the tool's default toggle rates.
