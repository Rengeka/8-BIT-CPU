==> /design/flow/design.v <==
module register_file(
    input  wire         clk,
    input  wire         reset,
    input  wire         we,          
    input  wire  [4:0]  waddr,       
    input  wire  [63:0] wdata,       
    input  wire  [4:0]  raddr1,     
    output wire  [63:0] rdata1,    
    input  wire  [4:0]  raddr2,     
    output wire  [63:0] rdata2  
);
    reg [63:0] regs [31:0];
    assign rdata1 = (raddr1 != 0) ? regs[raddr1] : 64'b0; 
    assign rdata2 = (raddr2 != 0) ? regs[raddr2] : 64'b0;
    integer i;
    always @(posedge clk or posedge reset) begin
        if (reset) begin
            for (i = 1; i < 32; i = i + 1)
                regs[i] <= 64'b0;
        end else if (we && (waddr != 0)) begin
            regs[waddr] <= wdata; 
        end
    end
endmodule
==> /design/flow/run.sh <==
#!/bin/bash
# OpenROAD 26Q1-2900-gdf79404cd8, Yosys 0.63+post, stock flow scripts
make -C /OpenROAD-flow-scripts/flow DESIGN_CONFIG=/design/flow/config.mk WORK_HOME=/design/flow/orfs finish
==> /design/flow/config.mk <==
export PLATFORM = sky130hd
export DESIGN_NAME = register_file
export DESIGN_NICKNAME = register_file
export VERILOG_FILES = /design/flow/design.v
export SDC_FILE = /design/flow/constraint.sdc
export NUM_CORES = 4
export LEC_CHECK = 1
export CORE_UTILIZATION = 50
==> /design/flow/constraint.sdc <==
current_design register_file

set clk_period 18.7
set clk_io_pct 0.2

create_clock -name clk0 -period $clk_period [get_ports {clk}]

set non_clock_inputs [all_inputs -no_clocks]
set_input_delay [expr $clk_period * $clk_io_pct] -clock clk0 $non_clock_inputs
set_output_delay [expr $clk_period * $clk_io_pct] -clock clk0 [all_outputs]
==> flow_summary_export.csv <==
group,metric,value,unit
outcome,status,"completed",
synth,ff_type,"dfrtp_1",
floorplanning,ioPinCount,210,
synth,synth.avg_cell_area,12.0,um2
final_timing,final.min_clock_period,13150,ps
placed_design,portBuffers,209,
worst_setup_path,path_class,"in2out",
placed_design,dp_cells,10800,
placed_design,globalplace.congestion,1.06,
synth,top_area_share,49.6,%
placed_design,post-dp-hpwl,340000,um
floorplanning,rows,163,
clocking,cts_sinks,1984,
synth,ys.flops,1984,
power,p_per_area,109,mW/mm2
worst_setup_path,start_kind,"input pin",
drt,post_drt_wl_per_cell,50.8,um
global_routing,grt_util_met2,72.7,%
synth,postSynthSeqShare,49.6,%
final_timing,worst_slew_pin_slew,1270,ps
final_layout,largest_register,"regs",
drt,num_vias,92600,
power,switching_share,29.4,%
final_layout,drive_above_1_share,35.4,%
min_path,holdCritPathClass,"reg2reg",
synth,edf_count,0,
final_timing,tns,0,ps
floorplanning,dieHeight,450,um
final_layout,final_util,57.8,%
synth,synthArstFlopShare,100,%
final_timing,fin_skew,0,ps
global_routing,grt_max_degree,121,
power,power.leakage,51.4,nW
final_layout,syn_to_final_growth,14.4,%
final_layout,top_regs,"regs: 1984 flops",
clocking,cts_tree,"yes",
clocking,htreeDepth,4,
drt,dr.pass1.iters,9,
final_layout,num-fill-cells,16100,
floorplanning,dieArea,0.202,mm2
floorplanning,die_x,450,um
final_layout,largest_reg_flops,1984,
global_routing,gr-usage-met1,71.4,%
global_routing,met3_usage,44.1,%
synth,common_cells,"mux2_2, dfrtp_1, a22oi_1, clkbuf_1, and3_1",
power,pwr-share-seq,47.3,%
power,switchingPower,0.00366,W
synth,top_cell,"mux2_2",
final_timing,drv_slew,0,
worst_setup_path,crit_path_max_fanout,39,
worst_setup_path,arrival,9410,ps
global_routing,grt_pass1_vias,87800,
synth,yosysWarnings,2,
power,p_int,0.00881,W
job,tool_warnings,47,
drt,drt_iter0_drc,12900,
worst_setup_path,worst_setup_path_end_kind,"primary output",
synth,ys_cells,8366,
clocking,cts_buffers,216,
synth,yosysUniqueCellTypes,75,
global_routing,busiest_layer,"met2",
clocking,clk_path_buf_depth,3,
global_routing,grt_pass1_wl,776000,um
floorplanning,fp_util,50.5,%
worst_setup_path,required,14960,ps
synth,netlist_instances,8366,
global_routing,grt_overflow,0,
final_timing,grt_setup_unrepaired,"false",
final_timing,finalClockPeriodUsage,70.3,%
clocking,cts-root-buf,"clkbuf_16",
synth,yosys-stat-area,0.100,mm2
power,p_comb_share,15.6,%
drt,post_drt_via_cell_ratio,8.13,
final_timing,fmax,0.0760,GHz
drt,routed_wl,579000,um
clocking,clk_latency,880,ps
power,pwr-share-clk,37.0,%
synth,top_cells_by_area,"dfrtp_1, mux2_2, a22oi_1",
global_routing,track_usage,59.7,%
synth,top_area_cell,"dfrtp_1",
power,ir_worst_vdd,0.000110,V
clocking,clkTransAtPathRegs,60,ps
clocking,cts_hold_buf,0,
synth,netlist_area,0.100,mm2
global_routing,antenna_found_initial,102,
drt,route.detailed.drc,0,
final_timing,maxSlewHeadroom,15.2,%
final_timing,finalSetupViolations,0,
drt,ant_nets,0,
clocking,post_cts_resized,0,
clocking,postCtsSetupBuffers,0,
final_layout,final_cell_count_no_fill,11400,
floorplanning,core,0.198,mm2
final_timing,hold_viol,0,
job,maxCapViolations,0,
[layout make-up]
type	instances	area, um2	area share [%]
Clock buffer	315	6460	5.64
Antenna cell	167	418	0.365
Sequential cell	1984	49600	43.3
Multi-Input combinational cell	5491	47700	41.7
Clock inverter	85	1110	0.972
Tap cell	2640	3300	2.88
Timing Repair Buffer	694	5840	5.10
Inverter	9	37.5	0.0328
[per-layer routing]
metal	wire length, um	vias to the layer above
met4	57300	78
met5	1460	-
met3	108000	3486
met1	191000	46400
li1	-	32700
met2	221000	9880
[path summary, 6_finish.rpt]
| path | slack, ps | depth (start not counted) | to | from |
|---|---|---|---|---|
| min | 520 | 1 | regs[13][17] | regs[13][17] |
| max reg2reg | 17820 | 1 | regs[5][25] | regs[5][25] |
| min reg2reg | 520 | 1 | regs[13][17] | regs[13][17] |
| min in group asynchronous | 3340 | 2 | regs[11][10] | reset |
| max in group asynchronous | 11280 | 7 | regs[16][25] | reset |
| max | 5550 | 10 | rdata1[63] | raddr1[1] |
[worst max-delay path, stage by stage]
cell and delay (ps):
buf_2 380, buf_4 480, nand3b_2 870, nor2_4 1070, buf_4 520, buf_4 770, a21o_1 220, a2111oi_0 60
nand4_1 530, clkdlybuf4s50_1 580
[power by group through the flow]
stage / Sequential (W) / Clock (W) / Combinational [W]
CTS: 0.00585 / 0.00461 / 0.00188
global route: 0.00597 / 0.00478 / 0.00202
finish: 0.00590 / 0.00462 / 0.00195
[layout by cell type (no fill, tap or decap), drive strengths merged, types with 9 or more instances in the layout]
| cell type | synthesis | layout |
|---|---|---|
| clkdlybuf4s50 | 0 | 199 |
| nand3 | 343 | 343 |
| nor2 | 127 | 127 |
| inv | 9 | 15 |
| or3 | 20 | 20 |
| dfrtp | 1984 | 1984 |
| o2bb2ai | 11 | 11 |
| a222oi | 21 | 21 |
| nand4 | 263 | 263 |
| a221oi | 32 | 32 |
| o211ai | 12 | 12 |
| a32oi | 17 | 17 |
| o21ai | 13 | 13 |
| a22oi | 1167 | 1167 |
| o22ai | 32 | 32 |
| buf | 182 | 494 |
| o32ai | 14 | 14 |
| nor3 | 42 | 42 |
| nand2 | 138 | 138 |
| or4 | 98 | 98 |
| bufinv | 0 | 24 |
| mux2i | 192 | 192 |
| and2 | 9 | 9 |
| diode | 0 | 167 |
| or3b | 9 | 9 |
| mux2 | 2026 | 2026 |
| a22o | 106 | 106 |
| and4 | 13 | 13 |
| nand3b | 12 | 12 |
| clkinv | 0 | 46 |
| clkbuf | 700 | 316 |
| nor2b | 11 | 11 |
| and3 | 419 | 419 |
| a21oi | 77 | 77 |
| clkinvlp | 0 | 9 |
| nor4 | 17 | 17 |
| a2111oi | 136 | 136 |
| nand4b | 10 | 10 |
| nand2b | 11 | 11 |
[cell families after synthesis]
kind of cell | Yosys count | synth area share (%)
multiplexers | 2220 | 24.7
flip-flops | 1984 | 49.6
AND-OR/OR-AND | 1690 | 13.0
AND/OR/NAND/NOR | 1581 | 9.12
buffers and inverters | 891 | 3.59
[per-stage QoR]
step	total power [W]	hold slack [ps]	setup WS (ps)	instance area, um2
4_1_cts	0.0123	517	6020	114000
5_1_grt	0.0128	536	5900	114000
3_5_place_dp	0.00779	501	6030	107000
3_3_place_gp	0.00775	494	6070	107000
6_report	0.0125	518	5550	115000
2_1_floorplan	0.00687	479	-12580	100000
No activity file was given, so power comes from the tool's default toggle rates.
